--- /design/flow/design.v ---
module DM(data_address, data_in, data_wr, clk, data_out);
input	[4:0]		data_address;
input	[31:0]		data_in;
input				data_wr;
input				clk;
output	[31:0]		data_out;
reg	[31:0]		data_mem[1023:0];
always@(posedge clk)begin
	if(data_wr == 1)
		data_mem[data_address] <= data_in;
end
assign data_out = data_mem[data_address];
endmodule
--- /design/flow/run.sh ---
#!/bin/bash
# OpenROAD 26Q1-2900-gdf79404cd8, Yosys 0.63+post, stock flow scripts
make -C /OpenROAD-flow-scripts/flow DESIGN_CONFIG=/design/flow/config.mk WORK_HOME=/design/flow/orfs finish
--- /design/flow/config.mk ---
export PLATFORM = sky130hd
export DESIGN_NAME = DM
export DESIGN_NICKNAME = DM
export VERILOG_FILES = /design/flow/design.v
export SDC_FILE = /design/flow/constraint.sdc
export NUM_CORES = 4
export LEC_CHECK = 1
export CORE_UTILIZATION = 30
export SYNTH_MEMORY_MAX_BITS = 65536
--- /design/flow/constraint.sdc ---
current_design DM

set clk_period 7.4
set clk_io_pct 0.2

create_clock -name clk0 -period $clk_period [get_ports {clk}]

set non_clock_inputs [all_inputs -no_clocks]
set_input_delay [expr $clk_period * $clk_io_pct] -clock clk0 $non_clock_inputs
set_output_delay [expr $clk_period * $clk_io_pct] -clock clk0 [all_outputs]
==> reports/metrics.yaml <==
detailed_routing:
  wire_per_inst_um: 23.91
  ant_nets: 0
  firstDrtPassIters: 6
  vias: 19880
  drc: 0
  drtIter0Drc: 1035
  drt_wl_total_um: 96460
  avgViaCountPerCell: 4.927
setup_path:
  max_stage_delay_ns: 0.91
  arrival_ns: 5.00
  worst-setup-path-type: "input port to output port"
  cp.buffers_inverters: 4
  slowest_stage: "clkdlybuf4s50_1"
  worstPathCellList: "clkdlybuf4s50_1 -> buf_4 -> or4b_2 -> buf_4 -> o22ai_2 -> nor4_1 -> nand2_1 -> clkdlybuf4s50_1"
  path_max_fanout: 18
  path_delay_family: "buffers and inverters"
  cp.depth: 8
  worstSetupEndpointType: "output port"
  required_ns: 5.92
  critPathLaunchType: "input port"
yosys:
  logic_family: "multiplexers"
  aoi_share_pct: 4.129
  ys_cells: 2075
  synth_warnings: 1
  avgSynthCellArea_um2: 18.84
  ys_sh_mux_pct: 13.11
  synth_seq_share_pct: 78.67
  fa_ha_area_share_pct: 0
  synth_cell_type_count: 22
  synth.cell_area_mm2: 0.03909
  synth-seq-cells: 1024
  syn_inst: 2075
  ys_chip_area_mm2: 0.03909
  yosys.area_share.simple_pct: 2.276
  xor_share_pct: 0
run_status:
  status: "finished clean"
clock_network:
  clockBufferDepth: 3
  cts_tree: "built"
  ctsRootBufferMaster: "clkbuf_16"
  cts_resized: 0
  htree_levels: 3
  cts_sinks: 1024
  cts_hold_buf: 0
  clk_pin_slew_ns: 0.06
  cts_buffers: 97
  cts_setup_buffers: 0
final_timing:
  fin_ws_ns: 0.9219
  max_freq_mhz: 154.4
  drv_slew: 0
  worstMarginPinSlew_ns: 1.034
  relSlewSlack_pct: 30.82
  setup_tns_ns: 0
  hold_viol_final: 0
  rsz0062_at_grt: "no"
  whs_ns: 1.622
  min_period_ns: 6.478
  fin_crit_sh_pct: 87.54
  setup_violations: 0
global_routing:
  grt_pass1_vias: 21220
  grt_max_degree: 91
  grtUsageTotal_pct: 15.53
  antenna_found_initial: 6
  gr-total-overflow: 0
  grt_pass1_wl_um: 138700
power:
  vdd_drop_max_mv: 0.1805
  leakagePower_uw: 0.01525
  cellPowerDensity_mw_per_mm2: 261.1
floorplanning:
  die_h_um: 363.0
  die_area_mm2: 0.1317
  ios: 71
  coreArea_mm2: 0.1293
  num_rows: 132
  fp_util_pct: 30.22
  dieWidth_um: 363.0
placement:
  post-place-ws_ns: 0.9614
  hpwl_um: 52170
  place.gp.congestion: 0.8296
  place_area_mm2: 0.04235
  dp_cells: 3854
  port_buffers: 70
final_layout:
  stdcell_count: 4034
  top_register: "data_mem"
  fillers: 11660
  final_cell_mix: "1,024 x edfxtp_1, 512 x mux2i_1, 254 x o22ai_1, 99 x clkbuf_16, 88 x buf_4"
  largest_register_ffs: 1024
  finalInstanceArea_mm2: 0.04548
  area_growth_syn_to_layout_pct: 16.37
  top_regs: "data_mem (1024)"
  drive_gt1_share_pct: 12.22
  layout_top_cell: "edfxtp_1"
min_path:
  min_path_type: "input port to register"
  holdPathStages: 2
run:
  drv_cap: 0
  warnings: 26
per-layer routing:
layer,wire length (um),GRT usage (%)
met1,31860,16.49
met2,46060,24.06
met3,15790,12.22
met4,2691,3.706
met5,55,0.2179
final timing paths:
kind | to | start | slack [ns]
setup / recovery | data_out[0] | data_address[2] | 0.92
hold / removal | data_mem[23][21] | data_in[21] | 1.62
synth_stat cells:
cell          n  area share (%)
buf_1         3           0.029
nand4_1       1           0.016
o22ai_2       2           0.064
nor3_1        4           0.051
or3b_2        3           0.067
nand4bb_1     6            0.17
buf_2        80             1.0
edfxtp_1   1024              79
nand3_1       2           0.026
nor2_1       29            0.28
nand2_1      34            0.33
mux2i_1     512              13
buf_4         4           0.077
nor4_1       64             1.0
clkbuf_1     23            0.22
nand4b_1      4           0.090
or4_4         1           0.029
or3_1         1           0.016
buf_6        16            0.46
or4b_1        4            0.10
o22ai_1     254             4.1
nand3b_1      4           0.077
power breakdown:
group | internal, uW | leakage (uW) | switching [uW]
Sequential | 6450 | 0.00922 | 14.3
Combinational | 216 | 0.00450 | 348
Clock | 2770 | 0.00152 | 2070
Total | 9440 | 0.0152 | 2440
metrics by stage:
stage          power, uW  utilization, %
2_1_floorplan       6865               -
3_3_place_gp        7148           32.75
3_5_place_dp        7160           32.75
4_1_cts            11970           35.17
5_1_grt            12220           35.17
6_report           11880           35.17
kinds of logic (layout without fill, tap and decap cells):
group / after synthesis / in the layout
DFF: 1024 / 1024
AOI/OAI and AO/OA: 256 / 256
and+or+nand+nor: 157 / 157
other: 0 / 1
muxes: 512 / 512
buffers and inverters: 126 / 342
area by class of cell:
type                    count  area, um2  area share [%]
diodes                      1      2.502        0.005502
repair buffers            163       1466           3.224
clock inverters            64      593.1           1.304
well taps                1742       2180           4.792
flip-flops and latches   1024      30750           67.60
multi-input cells         925       7956           17.49
clock buffers             115       2537           5.579
Power figures rest on the tool's default switching activity, not on a simulated workload.
